$ cat constraint.sdc
current_design RGB_LED

set clk_period 3.0
set clk_io_pct 0.2

create_clock -name clk0 -period $clk_period [get_ports {clk_24MHz_i}]

set non_clock_inputs [all_inputs -no_clocks]
set_input_delay [expr $clk_period * $clk_io_pct] -clock clk0 $non_clock_inputs
set_output_delay [expr $clk_period * $clk_io_pct] -clock clk0 [all_outputs]
$ cat run.sh
#!/bin/bash
# OpenROAD 26Q1-2900-gdf79404cd8, Yosys 0.63+post, stock flow scripts
make -C /OpenROAD-flow-scripts/flow DESIGN_CONFIG=/design/flow/config.mk WORK_HOME=/design/flow/orfs finish
$ cat design.v
module RGB_LED (
	clk_24MHz_i ,
	rst_n_i     ,
	LED_R_n_o   ,
	LED_G_n_o   ,
	LED_B_n_o    
) ;
input          clk_24MHz_i    ;
input          rst_n_i        ;
wire           clk_24MHz_i    ;
wire           rst_n_i        ;
reg    [15:00] PWM_Counter    ;
always @ ( posedge clk_24MHz_i or negedge rst_n_i ) begin
	if ( ! rst_n_i ) begin
		PWM_Counter <= 16'h0000 ;
	end
	else begin
		PWM_Counter <= PWM_Counter + 1'b1 ;
	end
end
wire           PWM_clk_p_i    ;
assign PWM_clk_p_i = ( PWM_Counter == 16'hFFFF ) ;
reg    [02:00] RGB_State      ;
reg    [07:00] R_PWM_Counter  ;
reg    [07:00] G_PWM_Counter  ;
reg    [07:00] B_PWM_Counter  ;
always @ ( posedge PWM_clk_p_i or negedge rst_n_i ) begin
	if ( ! rst_n_i ) begin
		RGB_State     <= 3'b000 ;
		R_PWM_Counter <= 8'h00  ;
		G_PWM_Counter <= 8'h00  ;
		B_PWM_Counter <= 8'h00  ;
	end
	else begin
		if ( RGB_State == 3'b000 ) begin
			     if ( R_PWM_Counter != 8'hFF ) begin
				RGB_State     <= RGB_State            ;
				R_PWM_Counter <= R_PWM_Counter + 1'b1 ;
				G_PWM_Counter <= G_PWM_Counter        ;
				B_PWM_Counter <= B_PWM_Counter        ;
			end
			else if ( R_PWM_Counter == 8'hFF ) begin
				RGB_State     <= 3'b100               ;
				R_PWM_Counter <= R_PWM_Counter        ;
				G_PWM_Counter <= G_PWM_Counter        ;
				B_PWM_Counter <= B_PWM_Counter        ;
			end
			else begin
				RGB_State     <= RGB_State            ;
				R_PWM_Counter <= R_PWM_Counter        ;
				G_PWM_Counter <= G_PWM_Counter        ;
				B_PWM_Counter <= B_PWM_Counter        ;
			end
		end
		else if ( RGB_State == 3'b100 ) begin
			     if ( G_PWM_Counter != 8'hFF ) begin
				RGB_State     <= RGB_State            ;
				R_PWM_Counter <= R_PWM_Counter        ;
				G_PWM_Counter <= G_PWM_Counter + 1'b1 ;
				B_PWM_Counter <= B_PWM_Counter        ;
			end
			else if ( G_PWM_Counter == 8'hFF ) begin
				RGB_State     <= 3'b110               ;
				R_PWM_Counter <= R_PWM_Counter        ;
				G_PWM_Counter <= G_PWM_Counter        ;
				B_PWM_Counter <= B_PWM_Counter        ;
			end
			else begin
				RGB_State     <= RGB_State            ;
				R_PWM_Counter <= R_PWM_Counter        ;
				G_PWM_Counter <= G_PWM_Counter        ;
				B_PWM_Counter <= B_PWM_Counter        ;
			end
		end
		if ( RGB_State == 3'b110 ) begin
			     if ( R_PWM_Counter != 8'h00 ) begin
				RGB_State     <= RGB_State            ;
				R_PWM_Counter <= R_PWM_Counter - 1'b1 ;
				G_PWM_Counter <= G_PWM_Counter        ;
				B_PWM_Counter <= B_PWM_Counter        ;
			end
			else if ( R_PWM_Counter == 8'h00 ) begin
				RGB_State     <= 3'b010               ;
				R_PWM_Counter <= R_PWM_Counter        ;
				G_PWM_Counter <= G_PWM_Counter        ;
				B_PWM_Counter <= B_PWM_Counter        ;
			end
			else begin
				RGB_State     <= RGB_State            ;
				R_PWM_Counter <= R_PWM_Counter        ;
				G_PWM_Counter <= G_PWM_Counter        ;
				B_PWM_Counter <= B_PWM_Counter        ;
			end
		end
		if ( RGB_State == 3'b010 ) begin
			     if ( B_PWM_Counter != 8'hFF ) begin
				RGB_State     <= RGB_State            ;
				R_PWM_Counter <= R_PWM_Counter        ;
				G_PWM_Counter <= G_PWM_Counter        ;
				B_PWM_Counter <= B_PWM_Counter + 1'b1 ;
			end
			else if ( B_PWM_Counter == 8'hFF ) begin
				RGB_State     <= 3'b011               ;
				R_PWM_Counter <= R_PWM_Counter        ;
				G_PWM_Counter <= G_PWM_Counter        ;
				B_PWM_Counter <= B_PWM_Counter        ;
			end
			else begin
				RGB_State     <= RGB_State            ;
				R_PWM_Counter <= R_PWM_Counter        ;
				G_PWM_Counter <= G_PWM_Counter        ;
				B_PWM_Counter <= B_PWM_Counter        ;
			end
		end
		if ( RGB_State == 3'b011 ) begin
			     if ( G_PWM_Counter != 8'h00 ) begin
				RGB_State     <= RGB_State            ;
				R_PWM_Counter <= R_PWM_Counter        ;
				G_PWM_Counter <= G_PWM_Counter - 1'b1 ;
				B_PWM_Counter <= B_PWM_Counter        ;
			end
			else if ( G_PWM_Counter == 8'h00 ) begin
				RGB_State     <= 3'b001               ;
				R_PWM_Counter <= R_PWM_Counter        ;
				G_PWM_Counter <= G_PWM_Counter        ;
				B_PWM_Counter <= B_PWM_Counter        ;
			end
			else begin
				RGB_State     <= RGB_State            ;
				R_PWM_Counter <= R_PWM_Counter        ;
				G_PWM_Counter <= G_PWM_Counter        ;
				B_PWM_Counter <= B_PWM_Counter        ;
			end
		end
		if ( RGB_State == 3'b001 ) begin
			     if ( R_PWM_Counter != 8'hFF ) begin
				RGB_State     <= RGB_State            ;
				R_PWM_Counter <= R_PWM_Counter + 1'b1 ;
				G_PWM_Counter <= G_PWM_Counter        ;
				B_PWM_Counter <= B_PWM_Counter        ;
			end
			else if ( R_PWM_Counter == 8'hFF ) begin
				RGB_State     <= 3'b101               ;
				R_PWM_Counter <= R_PWM_Counter        ;
				G_PWM_Counter <= G_PWM_Counter        ;
				B_PWM_Counter <= B_PWM_Counter        ;
			end
			else begin
				RGB_State     <= RGB_State            ;
				R_PWM_Counter <= R_PWM_Counter        ;
				G_PWM_Counter <= G_PWM_Counter        ;
				B_PWM_Counter <= B_PWM_Counter        ;
			end
		end
		else if ( RGB_State == 3'b101 ) begin
			     if ( B_PWM_Counter != 8'h00 ) begin
				RGB_State     <= RGB_State            ;
				R_PWM_Counter <= R_PWM_Counter        ;
				G_PWM_Counter <= G_PWM_Counter        ;
				B_PWM_Counter <= B_PWM_Counter - 1'b1 ;
			end
			else if ( B_PWM_Counter == 8'h00 ) begin
				RGB_State     <= 3'b100               ;
				R_PWM_Counter <= R_PWM_Counter        ;
				G_PWM_Counter <= G_PWM_Counter        ;
				B_PWM_Counter <= B_PWM_Counter        ;
			end
			else begin
				RGB_State     <= RGB_State            ;
				R_PWM_Counter <= R_PWM_Counter        ;
				G_PWM_Counter <= G_PWM_Counter        ;
				B_PWM_Counter <= B_PWM_Counter        ;
			end
		end
	end
end
reg            LED_R          ;
reg            LED_G          ;
reg            LED_B          ;
wire           LED_R_i        ;
wire           LED_G_i        ;
wire           LED_B_i        ;
assign LED_R_i = ( PWM_Counter [15:08] < R_PWM_Counter ) ? ( 1'b0 ) : ( 1'b1 ) ;
assign LED_G_i = ( PWM_Counter [15:08] < G_PWM_Counter ) ? ( 1'b0 ) : ( 1'b1 ) ;
assign LED_B_i = ( PWM_Counter [15:08] < B_PWM_Counter ) ? ( 1'b0 ) : ( 1'b1 ) ;
always @ ( posedge clk_24MHz_i or negedge rst_n_i ) begin
	if ( ! rst_n_i ) begin
		LED_R <= 'b0 ;
		LED_G <= 'b0 ;
		LED_B <= 'b0 ;
	end
	else begin
		LED_R <= LED_R_i ;
		LED_G <= LED_G_i ;
		LED_B <= LED_B_i ;
	end
end
output         LED_R_n_o      ;
output         LED_G_n_o      ;
output         LED_B_n_o      ;
wire           LED_R_n_o      ;
wire           LED_G_n_o      ;
wire           LED_B_n_o      ;
assign LED_R_n_o = LED_R ;
assign LED_G_n_o = LED_G ;
assign LED_B_n_o = LED_B ;
endmodule
$ cat config.mk
export PLATFORM = sky130hd
export DESIGN_NAME = RGB_LED
export DESIGN_NICKNAME = RGB_LED
export VERILOG_FILES = /design/flow/design.v
export SDC_FILE = /design/flow/constraint.sdc
export NUM_CORES = 4
export LEC_CHECK = 1
export CORE_UTILIZATION = 40
==> results_slide.txt <==
Flow Results at a Glance

Power
  • PwrDens: around 130 nW/µm²
  • P_leak: 1.572 nW
  • Max IR drop VDD: 143.7 µV

Setup path
  • Worst setup EP type: output port
  • Worst reg2reg path endpoint: LED_R
  • WS Path Type: reg -> out
  • Crit path buf inv count: 1
  • CP peak stage delay: 460 ps
  • CP arrival: 1060 ps
  • Reg2Reg Depth: 5
  • Largest delay share family, worst path: buffers and inverters
  • WP depth: 1
  • Internal reg-to-reg setup slack: 1360 ps
  • Critical path origin: LED_B
  • Crit path to: LED_B_n_o
  • CP Max Fanout: 1
  • CP startpoint kind: flop
  • Worst flop-to-flop path startpoint: PWM_Counter[9]
  • Critical-path top delay cell: clkdlybuf4s50_1
  • Crit path DRT: ~2400 ps
  • CP Cell Sequence: clkdlybuf4s50_1

Place
  • Pre-CTS setup slack: roughly 1400 ps
  • Placed insts: approximately 460
  • Input/output buffers: 4
  • Routability congestion estimate: approximately 0.84
  • Placed Area: 3547 µm²
  • HPWL Detailed: 5260 µm

Yosys
  • Post-synth EDFFs: 0
  • Synth async-reset ratio: 1.000
  • Synth Area per Inst: 9.580 µm²
  • Cell Type Count: ~59
  • Area of the mapped netlist: ~3400 µm²
  • Flops out of synthesis: 50
  • Synth Warn #: 1
  • Main synth FF type: dfrtn_1
  • YS chip area: 3430 µm²
  • Seq share, synth: 0.3652
  • Yosys cell count: 358
  • Mapped Cells: 358

GRT
  • First-pass GRT wire length: 11,670 µm
  • Vias in the first global route: between 2k and 2.5k
  • Total grt overflow: 0
  • Largest net degree at the start of global routing: 31
  • Total global-route track usage: 0.1672
  • Antenna violations before repair: 0

Flow run
  • OpenROAD warnings: 27
  • Max cap viols: 0

Die
  • IO Pins: 5
  • Core footprint: 8258 µm²
  • Chip area: 8948 µm²
  • Die Span Y: 94.60 µm
  • # rows: 33
  • Initial core utilization: 0.4153
  • Die X: 94.60 µm

Routing
  • ANT cells: 0
  • WL/cell: 14.47 µm
  • DR vias: 2,524
  • Final wirelength: 6743 µm
  • Initial DRC count: 75
  • TritonRoute pass-1 iters: 4
  • Vias per cell: 5.416
  • Residual DRC: 0
  • Detail Route Antenna Nets: 0

Timing
  • Max_slew headroom: 0.5744
  • Tcrit/Tclk final: 0.5546
  • Final Hold Fails: 0
  • Setup Skew: 2.183 ps
  • Fin crit period: 1664 ps
  • Fmax: between 600 and 700 MHz
  • Worst setup margin: 1336 ps
  • Setup TNS: 0 ps
  • Pins Over Slew Limit: 0
  • Register pins left without a clock: 31
  • Final setup viols: 0
  • Endpoints left unconstrained: 31
  • RSZ-0062 raised after global routing: false
  • Slew @ Worst Pin: 632.6 ps

CTS
  • Worst-skew pair later-pin latency: 250 ps
  • CTS Hold Bufs: 0
  • Worst-path clk slew: 70 ps
  • CTS tree: yes
  • H-tree levels: 1
  • Post-CTS Setup Repair Bufs: 0
  • Cts repair resizes: 0
  • Clock Path Buffers: 2
  • Total CTS buffers: 3
  • CTS root buf: clkbuf_8

Final layout
  • Finished layout cell area: 3593 µm²
  • Final-layout fill cell count: 812
  • Top cells excl fill/tap: 37 x ha_1, 30 x dfrtn_1, 30 x inv_1
  • Share of layout cells above drive strength 1: 0.05540
  • Non-Filler Instances: 466
  • Highest-count logic cell in the final layout: ha_1
  • Area grow syn2layout: 4.779%

Status
  • Status: complete, no violations

Hold path
  • Min-Delay Path Class: in -> async
## stage by stage
step | hold slack, ps | power (mW) | utilization
global placement | 439.2 | 0.2773 | 0.4295
CTS | 270.4 | 0.4554 | 0.4352
global route | 286.3 | 0.4700 | 0.4352
finish | 258.9 | 0.4493 | 0.4352
detailed placement | 452.9 | 0.2773 | 0.4295
floorplan | 304.4 | 0.2612 | -
## per-layer routing
metal,global-route usage,routed length [µm],part of all wire,vias up
met4,0.01010,39,0.0058,0
met1,0.2765,3639,0.54,1193
li1,-,-,-,1310
met3,0.004902,59,0.0087,4
met2,0.2627,3004,0.45,17
met5,0,0,0,-
## kinds of logic after synthesis
kind of cell,count (synthesis),share of synthesized area
flip-flops,50,0.3652
buffers and inverters,38,0.05363
adder cells (fa/ha/maj),39,0.1467
AND-OR/OR-AND,92,0.1842
XOR/XNOR,26,0.06640
multiplexers,1,0.002919
AND/OR/NAND/NOR,112,0.1810
## synth_stat cells (all sizes together), types with 3 or more instances
master,n,area [µm²]
nor3,7,35.03
dfrtp,19,475.5
o41a,3,33.78
nand3,12,65.06
and3,5,31.28
o211ai,3,27.52
o31ai,5,37.54
nand4,10,68.81
o21ai,29,148.9
nor2,22,82.58
nand2,22,82.58
dfrtn,30,750.7
a21oi,19,106.4
buf,6,63.81
xor2,10,87.58
inv,30,112.6
ha,37,462.9
and4,3,26.28
a21o,9,67.56
a31oi,3,18.77
nand2b,11,68.82
xnor2,16,140.1
nor4,5,52.55
and2,6,37.54
## cell type report
class	instances	area [µm²]	area share
multi-input combinational	270	1993	0.5547
sequential	50	1252	0.3485
tap	105	131.4	0.03656
inverter	30	112.6	0.03134
timing repair buffer	7	57.56	0.01602
clock buffer	3	41.29	0.01149
clock inverter	1	5.005	0.001393
## sequential cells by signal (all words and copies together) (netlist names)
name / cells
B_PWM_Counter: 8
G_PWM_Counter: 8
LED_B: 1
LED_G: 1
LED_R: 1
PWM_Counter: 16
RGB_State: 7
R_PWM_Counter: 8
## report_power, final
part           switching, mW  internal, mW  leakage [nW]
clock                 0.0862        0.0922        0.0255
sequential                 0         0.256         0.669
combinational         0.0128       0.00217         0.877
## worst min-delay path by stage
stage | end | slack, ps | cells past startpoint
global route | PWM_Counter[4] | 290 | 1
finish | PWM_Counter[3] | 260 | 1
CTS | PWM_Counter[6] | 270 | 1
Power figures rest on the tool's default switching activity, not on a simulated workload.
